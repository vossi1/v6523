==> flow/run.sh <==
#!/bin/bash
# OpenROAD 26Q1-2900-gdf79404cd8, Yosys 0.63+post, stock flow scripts
make -C /OpenROAD-flow-scripts/flow DESIGN_CONFIG=/design/flow/config.mk WORK_HOME=/design/flow/orfs finish
==> flow/config.mk <==
export PLATFORM = sky130hd
export DESIGN_NAME = V6523
export DESIGN_NICKNAME = V6523
export VERILOG_FILES = /design/flow/design.v
export SDC_FILE = /design/flow/constraint.sdc
export NUM_CORES = 4
export LEC_CHECK = 1
export CORE_UTILIZATION = 40
==> flow/constraint.sdc <==
current_design V6523

set clk_period 1.5
set clk_io_pct 0.2

create_clock -name clk0 -period $clk_period [get_ports {_cs}]

set non_clock_inputs [all_inputs -no_clocks]
set_input_delay [expr $clk_period * $clk_io_pct] -clock clk0 $non_clock_inputs
set_output_delay [expr $clk_period * $clk_io_pct] -clock clk0 [all_outputs]
==> flow/design.v <==
module V6523(	inout [7:0]data,
				inout [7:0]porta,
				inout [7:0]portb,
				inout [7:0]portc,
				input [2:0]rs,
				input r_w,
				input _cs,
				output cs,
				input cs_oh,
				input _reset
            	);
reg [7:0]data_out;
wire [7:0]porta_out;
wire [7:0]porta_data;
reg [7:0]porta_ddr_reg;
reg [7:0]porta_data_reg;
wire [7:0]portb_out;
wire [7:0]portb_data;
reg [7:0]portb_ddr_reg;
reg [7:0]portb_data_reg;
wire [7:0]portc_out;
wire [7:0]portc_data;
reg [7:0]portc_ddr_reg;
reg [7:0]portc_data_reg;
wire delay1, delay2, delay3, delay4;	 
assign data = data_out;			 
assign porta = 	porta_out;		 
assign portb = 	portb_out;		 
assign portc = 	portc_out;		 
(*S = "TRUE"*) inverter inv1(!_cs, delay1);		 
(*S = "TRUE"*) inverter inv2(delay1, delay2);
(*S = "TRUE"*) inverter inv3(delay2, delay3);
(*S = "TRUE"*) inverter inv4(delay3, delay4);
assign cs = !_cs | delay4;		 
always @(posedge _cs, negedge _reset)
begin
	if(!_reset) begin 					 
		porta_data_reg <= 0;
		portb_data_reg <= 0;
		portc_data_reg <= 0;
		porta_ddr_reg <= 0;
		portb_ddr_reg <= 0;
		portc_ddr_reg <= 0;
		end
	else if(!r_w) begin 				 
		if(rs == 3'b000)
			porta_data_reg <= data;
		if(rs == 3'b001)
			portb_data_reg <= data;
		if(rs == 3'b010)
			portc_data_reg <= data;
		if(rs == 3'b011)
			porta_ddr_reg <= data;
		if(rs == 3'b100)
			portb_ddr_reg <= data;
		if(rs == 3'b101)
			portc_ddr_reg <= data;
		end
end
assign porta_data[0] = (porta_ddr_reg[0] ? porta_data_reg[0] : porta[0]);	 
assign porta_data[1] = (porta_ddr_reg[1] ? porta_data_reg[1] : porta[1]);
assign porta_data[2] = (porta_ddr_reg[2] ? porta_data_reg[2] : porta[2]);
assign porta_data[3] = (porta_ddr_reg[3] ? porta_data_reg[3] : porta[3]);
assign porta_data[4] = (porta_ddr_reg[4] ? porta_data_reg[4] : porta[4]);
assign porta_data[5] = (porta_ddr_reg[5] ? porta_data_reg[5] : porta[5]);
assign porta_data[6] = (porta_ddr_reg[6] ? porta_data_reg[6] : porta[6]);
assign porta_data[7] = (porta_ddr_reg[7] ? porta_data_reg[7] : porta[7]);
assign portb_data[0] = (portb_ddr_reg[0] ? portb_data_reg[0] : portb[0]);	 
assign portb_data[1] = (portb_ddr_reg[1] ? portb_data_reg[1] : portb[1]);
assign portb_data[2] = (portb_ddr_reg[2] ? portb_data_reg[2] : portb[2]);
assign portb_data[3] = (portb_ddr_reg[3] ? portb_data_reg[3] : portb[3]);
assign portb_data[4] = (portb_ddr_reg[4] ? portb_data_reg[4] : portb[4]);
assign portb_data[5] = (portb_ddr_reg[5] ? portb_data_reg[5] : portb[5]);
assign portb_data[6] = (portb_ddr_reg[6] ? portb_data_reg[6] : portb[6]);
assign portb_data[7] = (portb_ddr_reg[7] ? portb_data_reg[7] : portb[7]);
assign portc_data[0] = (portc_ddr_reg[0] ? portc_data_reg[0] : portc[0]);	 
assign portc_data[1] = (portc_ddr_reg[1] ? portc_data_reg[1] : portc[1]);
assign portc_data[2] = (portc_ddr_reg[2] ? portc_data_reg[2] : portc[2]);
assign portc_data[3] = (portc_ddr_reg[3] ? portc_data_reg[3] : portc[3]);
assign portc_data[4] = (portc_ddr_reg[4] ? portc_data_reg[4] : portc[4]);
assign portc_data[5] = (portc_ddr_reg[5] ? portc_data_reg[5] : portc[5]);
assign portc_data[6] = (portc_ddr_reg[6] ? portc_data_reg[6] : portc[6]);
assign portc_data[7] = (portc_ddr_reg[7] ? portc_data_reg[7] : portc[7]);
assign porta_out[0] = (porta_ddr_reg[0] ? porta_data_reg[0] : 1'bz);		 
assign porta_out[1] = (porta_ddr_reg[1] ? porta_data_reg[1] : 1'bz);
assign porta_out[2] = (porta_ddr_reg[2] ? porta_data_reg[2] : 1'bz);
assign porta_out[3] = (porta_ddr_reg[3] ? porta_data_reg[3] : 1'bz);
assign porta_out[4] = (porta_ddr_reg[4] ? porta_data_reg[4] : 1'bz);
assign porta_out[5] = (porta_ddr_reg[5] ? porta_data_reg[5] : 1'bz);
assign porta_out[6] = (porta_ddr_reg[6] ? porta_data_reg[6] : 1'bz);
assign porta_out[7] = (porta_ddr_reg[7] ? porta_data_reg[7] : 1'bz);
assign portb_out[0] = (portb_ddr_reg[0] ? portb_data_reg[0] : 1'bz);		 
assign portb_out[1] = (portb_ddr_reg[1] ? portb_data_reg[1] : 1'bz);
assign portb_out[2] = (portb_ddr_reg[2] ? portb_data_reg[2] : 1'bz);
assign portb_out[3] = (portb_ddr_reg[3] ? portb_data_reg[3] : 1'bz);
assign portb_out[4] = (portb_ddr_reg[4] ? portb_data_reg[4] : 1'bz);
assign portb_out[5] = (portb_ddr_reg[5] ? portb_data_reg[5] : 1'bz);
assign portb_out[6] = (portb_ddr_reg[6] ? portb_data_reg[6] : 1'bz);
assign portb_out[7] = (portb_ddr_reg[7] ? portb_data_reg[7] : 1'bz);
assign portc_out[0] = (portc_ddr_reg[0] ? portc_data_reg[0] : 1'bz);		 
assign portc_out[1] = (portc_ddr_reg[1] ? portc_data_reg[1] : 1'bz);
assign portc_out[2] = (portc_ddr_reg[2] ? portc_data_reg[2] : 1'bz);
assign portc_out[3] = (portc_ddr_reg[3] ? portc_data_reg[3] : 1'bz);
assign portc_out[4] = (portc_ddr_reg[4] ? portc_data_reg[4] : 1'bz);
assign portc_out[5] = (portc_ddr_reg[5] ? portc_data_reg[5] : 1'bz);
assign portc_out[6] = (portc_ddr_reg[6] ? portc_data_reg[6] : 1'bz);
assign portc_out[7] = (portc_ddr_reg[7] ? portc_data_reg[7] : 1'bz);
always @(*)		 
begin
	if(cs_oh & r_w) begin	 
		if(rs == 3'b000)
			data_out = porta_data;			 
		else if(rs == 3'b001)
			data_out = portb_data;			 
		else if(rs == 3'b010)
			data_out = portc_data;			 
		else if(rs == 3'b011)
			data_out = porta_ddr_reg;		 
		else if(rs == 3'b100)
			data_out = portb_ddr_reg;		 
		else if(rs == 3'b101)
			data_out = portc_ddr_reg;		 
		end
	else
		data_out = 8'bz;	 
end
endmodule
`timescale 1ns / 1ps
module inverter(in, out);
input in;
output out;
	not n1 (out, in);
endmodule
==> Implementation_results.wiki <==
== Flow metrics ==
{| class="wikitable"
! Metric !! Value
|-
| Status || aborted with a tool error
|-
| Last step reached || 4_1_cts
|-
| Tool error || [error] [KeplerFormal.cpp:679] Workflow failed: Iso has multiple drivers: .porta0, porta[0]$_DFFE_PN0P_.Q0
|-
| Hold-fix buffer count after cts || 19
|-
| Post-CTS Repair Setup Buffers || 9
|-
| Area of the synthesized netlist per yosys stat || 2640 µm²
|-
| Estimated wirelength of the detail-placed design || 3910 µm
|-
| Tally of unique sky130hd cells used after synthesis || 25
|-
| Count of unclocked register or latch pins || 8
|-
| Clock tree root buffer cell || sky130_fd_sc_hd__clkbuf_8
|-
| Initial cell density of the core || 0.416
|-
| Biggest area consumer among synthesized cells || sky130_fd_sc_hd__dfrtp_1
|-
| Dominant cell area share || 0.455
|-
| Avg Synthesized Cell Area || 13.1 µm²
|-
| Number of warning messages in the yosys log || 26
|-
| Cell types with the largest area share after synthesis || sky130_fd_sc_hd__dfrtp_1, sky130_fd_sc_hd__mux2_2, sky130_fd_sc_hd__mux2i_1
|-
| Width of the die || 83.2 µm
|-
| Placer congestion estimate || 0.806
|-
| Number of buffers between clock root and the deepest sink || 2
|-
| Number of cells in the yosys synthesis report || 202
|-
| Num ports || 40
|-
| Overall die height || 83.2 µm
|-
| Quantity of gates resized following cts || 11
|-
| Post-synthesis instance area || 2640 µm²
|-
| Flip-flop and latch count after synthesis || 56
|-
| CTS H-tree lvls || 2
|-
| Post-Synthesis Cells || 202
|-
| Number of port buffers || 7
|-
| Inserted Clock Buffers || 5
|-
| Endpoints left unconstrained || 16
|-
| Placement Rows || 29
|}
-- kinds of logic after synthesis --
| logic type | count (synthesis) | synth area share |
|---|---|---|
| multiplexers | 64 | 0.266 |
| latches | 8 | 0.0455 |
| buffers and inverters | 15 | 0.0356 |
| AND-OR/OR-AND | 40 | 0.118 |
| flip-flops | 48 | 0.455 |
| AND/OR/NAND/NOR | 27 | 0.0806 |
-- through the flow --
step           setup WS, ps  utilization  cell area (µm²)  std cells  power, mW
2_1_floorplan          62.3            -             2640        202       2.08
3_3_place_gp           -458        0.462             2940        301       2.31
3_5_place_dp           -441        0.462             2940        301       2.32
-- synth_stat cells --
master and count:
sky130_fd_sc_hd__nand2_1 9, sky130_fd_sc_hd__clkbuf_1 2, sky130_fd_sc_hd__buf_1 2, sky130_fd_sc_hd__mux2_2 48
sky130_fd_sc_hd__nor3_4 1, sky130_fd_sc_hd__nor2_1 1, sky130_fd_sc_hd__and4_1 1, sky130_fd_sc_hd__o22a_1 8
sky130_fd_sc_hd__o21a_1 8, sky130_fd_sc_hd__buf_2 6, sky130_fd_sc_hd__nor4bb_1 1, sky130_fd_sc_hd__dfrtp_1 48
sky130_fd_sc_hd__a21oi_1 8, sky130_fd_sc_hd__o32ai_1 8, sky130_fd_sc_hd__inv_1 1, sky130_fd_sc_hd__nand3_1 8
sky130_fd_sc_hd__mux2i_1 16, sky130_fd_sc_hd__o2bb2ai_1 8, sky130_fd_sc_hd__nor4_4 1, sky130_fd_sc_hd__nor3b_4 1
sky130_fd_sc_hd__nor4b_4 2, sky130_fd_sc_hd__dlxtn_1 8, sky130_fd_sc_hd__or2_2 1, sky130_fd_sc_hd__nand2b_1 1
sky130_fd_sc_hd__buf_6 4
No activity file was given, so power comes from the tool's default toggle rates.
